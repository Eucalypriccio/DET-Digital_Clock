==> /design/flow/design.v <==
module alarm (
    input CP_1Hz,
    input _CR,
    input alarm_active,
    input set_hour, set_minute, set_second,
    input save_alarm,
    input [4:0] hours_24,
    input [5:0] minutes,
    input [5:0] seconds,
    output reg [4:0] alarm_hours,
    output reg [5:0] alarm_minutes,
    output reg [5:0] alarm_seconds,
    output reg alarm_led
);
    reg [4:0] saved_hours;
    reg [5:0] saved_minutes;
    reg [5:0] saved_seconds;
    reg [3:0] lighting_time;
    initial begin
        alarm_hours <= 0;
        alarm_minutes <= 0;
        alarm_seconds <= 0;
        saved_hours <= -1;
        saved_minutes <= -1;
        saved_seconds <= -1;
        alarm_led <= 0;
        lighting_time <= 0;
    end
    always @(posedge CP_1Hz or negedge _CR) begin
        if (~_CR) begin
            alarm_hours <= 0;
            alarm_minutes <= 0;
            alarm_seconds <= 0;
            saved_hours <= -1;
            saved_minutes <= -1;
            saved_seconds <= -1;
            alarm_led <= 0;
            lighting_time <= 0;
        end else begin
            if (alarm_active) begin
                if (set_second) begin
                    if (alarm_seconds == 59) begin
                        alarm_seconds <= 0;
                    end else begin
                        alarm_seconds <= alarm_seconds + 1;
                    end
                end
                if (set_minute) begin
                    if (alarm_minutes == 59) begin
                        alarm_minutes <= 0;
                    end else begin
                        alarm_minutes <= alarm_minutes + 1;
                    end
                end
                if (set_hour) begin
                    if (alarm_hours == 23) begin
                        alarm_hours <= 0;
                    end else begin
                        alarm_hours <= alarm_hours + 1;
                    end
                end
                if (save_alarm) begin
                    saved_hours <= alarm_hours;
                    saved_minutes <= alarm_minutes;
                    saved_seconds <= alarm_seconds;
                end
            end
            if (saved_hours == hours_24 &&
                saved_minutes == minutes &&
                saved_seconds == seconds) begin
                alarm_led <= 1;
                lighting_time <= 0;
            end
            if (alarm_led == 1) begin
                lighting_time <= lighting_time + 1;
                if (lighting_time == 10) begin
                    alarm_led <= 0;
                end
            end
        end
    end
endmodule
module clock (
    input CP,
    input _CR,
    input hour_adj,
    input min_adj,
    input time_display_switch,
    input chime_active,
    input alarm_active,
    input set_hour, set_minute, set_second,
    input save_alarm,
    output reg [6:0] seg,
    output reg [7:0] select,
    output chime_led,
    output alarm_led
);
    wire CP_1Hz, CP_1KHz;
    wire [4:0] hours;
    wire [5:0] minutes, seconds;
    wire [6:0] td_1, td_2;
    wire [4:0] to_alarm_hours;
    wire [4:0] alarm_hours;
    wire [5:0] alarm_minutes, alarm_seconds;
    divider d(
        .CP(CP),
        ._CR(_CR),
        .CP_1Hz(CP_1Hz),
        .CP_1KHz(CP_1KHz)
    );
    time_counter tc(
        .CP_1Hz(CP_1Hz),
        ._CR(_CR),
        .hour_adj(hour_adj),
        .min_adj(min_adj),
        .time_display_switch(time_display_switch),
        .hours(hours),
        .minutes(minutes),
        .seconds(seconds),
        .to_alarm_hours(to_alarm_hours),
        .time_display_1(td_1),
        .time_display_2(td_2)
    );
    hourly_chime hc(
        .CP_1Hz(CP_1Hz),
        .hours(hours),
        .minutes(minutes),
        .seconds(seconds),
        .chime_active(chime_active),
        .chime_led(chime_led)
    );
    alarm al(
        .CP_1Hz(CP_1Hz),
        ._CR(_CR),
        .alarm_active(alarm_active),
        .set_hour(set_hour),
        .set_minute(set_minute),
        .set_second(set_second),
        .save_alarm(save_alarm),
        .hours_24(to_alarm_hours),
        .minutes(minutes),
        .seconds(seconds),
        .alarm_hours(alarm_hours),
        .alarm_minutes(alarm_minutes),
        .alarm_seconds(alarm_seconds),
        .alarm_led(alarm_led)
    );
    wire [6:0] seg1, seg2, seg3, seg4, seg5, seg6, seg7, seg8;
    wire [6:0] seg9, seg10, seg11, seg12, seg13, seg14;
    reg [3:0] flag_1, flag_2;
    initial begin
        flag_1 <= 0;
        flag_2 <= 0;
    end
    always @(posedge CP_1KHz) begin
        flag_1 <= (flag_1 + 1) % 8;
        flag_2 <= (flag_2 + 1) % 6;
    end
    decoder d1(hours / 10, seg1);
    decoder d2(hours % 10, seg2);
    decoder d3(minutes / 10, seg3);
    decoder d4(minutes % 10, seg4);
    decoder d5(seconds / 10, seg5);
    decoder d6(seconds % 10, seg6);
    decoder d7(td_1, seg7);
    decoder d8(td_2, seg8);
    decoder a1(alarm_hours / 10, seg9);
    decoder a2(alarm_hours % 10, seg10);
    decoder a3(alarm_minutes / 10, seg11);
    decoder a4(alarm_minutes % 10, seg12);
    decoder a5(alarm_seconds / 10, seg13);
    decoder a6(alarm_seconds % 10, seg14);
    always @(flag_1 or flag_2 or time_display_switch or alarm_active) begin
        if (~alarm_active) begin
            if (flag_1 == 3'd0) begin
                select <= 8'b0111_1111;
                seg <= seg1;
            end
            if (flag_1 == 3'd1) begin
                select <= 8'b1011_1111;
                seg <= seg2;
            end
            if (flag_1 == 3'd2) begin
                select <= 8'b1101_1111;
                seg <= seg3;
            end
            if (flag_1 == 3'd3) begin
                select <= 8'b1110_1111;
                seg <= seg4;
            end
            if (flag_1 == 3'd4) begin
                select <= 8'b1111_0111;
                seg <= seg5;
            end
            if (flag_1 == 3'd5) begin
                select <= 8'b1111_1011;
                seg <= seg6;
            end
            if ((flag_1 == 3'd6 || flag_1 == 3'd7) && ~time_display_switch) begin
                select <= 8'b1111_1111;
            end
            if (flag_1 == 3'd6 && time_display_switch) begin
                select <= 8'b1111_1101;
                seg <= seg7;
            end
            if (flag_1 == 3'd7 && time_display_switch) begin
                select <= 8'b1111_1110;
                seg <= seg8;
            end
        end
        if (alarm_active) begin
            if (flag_2 == 3'd0) begin
                select <= 8'b0111_1111;
                seg <= seg9;
            end
            if (flag_2 == 3'd1) begin
                select <= 8'b1011_1111;
                seg <= seg10;
            end
            if (flag_2 == 3'd2) begin
                select <= 8'b1101_1111;
                seg <= seg11;
            end
            if (flag_2 == 3'd3) begin
                select <= 8'b1110_1111;
                seg <= seg12;
            end
            if (flag_2 == 3'd4) begin
                select <= 8'b1111_0111;
                seg <= seg13;
            end
            if (flag_2 == 3'd5) begin
                select <= 8'b1111_1011;
                seg <= seg14;
            end
        end
    end
endmodule
module decoder (
    input [3:0] digit,
    output reg [6:0] seg
);
    always @(digit) begin
        case (digit)
            4'd0: seg = 7'b1000000;  
            4'd1: seg = 7'b1111001;
            4'd2: seg = 7'b0100100;
            4'd3: seg = 7'b0110000;
            4'd4: seg = 7'b0011001;
            4'd5: seg = 7'b0010010;
            4'd6: seg = 7'b0000010;
            4'd7: seg = 7'b1111000;
            4'd8: seg = 7'b0000000;
            4'd9: seg = 7'b0010000;
            4'd10: seg = 7'b0001000;  
            4'd11: seg = 7'b0001100;  
            4'd12: seg = 7'b1001000;  
            default: seg = 7'b1111111;
        endcase
    end
endmodule
module divider(
    input CP,
    input _CR,
    output reg CP_1Hz,
    output reg CP_1KHz
    );
    reg [31:0] counter_1Hz = 32'h0;
    reg [31:0] counter_1KHz = 32'h0;
    parameter CLK_Freq_1Hz = 100000000, CLK_Freq_1KHz = 100000;
    always @(posedge CP or negedge _CR) begin
        if (~_CR) begin
        counter_1Hz <= 32'h0;
        counter_1KHz <= 32'h0;
        CP_1Hz = 0;
        CP_1KHz = 0;
        end else begin
        if (counter_1Hz == CLK_Freq_1Hz/2 - 1) begin 
            CP_1Hz = ~CP_1Hz;
            counter_1Hz <= 32'h0;
        end else begin
            counter_1Hz <= counter_1Hz + 1;
        end
        if (counter_1KHz == CLK_Freq_1KHz/2 - 1) begin 
            CP_1KHz = ~CP_1KHz;
            counter_1KHz <= 32'h0;
        end else begin
            counter_1KHz <= counter_1KHz + 1;
        end
        end
  end
endmodule
module hourly_chime (
    input CP_1Hz,
    input [4:0] hours,
    input [5:0] minutes,
    input [5:0] seconds,
    input chime_active,
    output reg chime_led
);
    reg [4:0] chime_cnt;
    reg chime_enable;
    initial begin
        chime_cnt <= 0;
        chime_enable <= 0;
        chime_led <= 0;
    end
    always @(posedge CP_1Hz) begin
        if (chime_enable) begin
            if (chime_cnt > 0) begin
                chime_led <= ~chime_led;
                if (chime_led == 1) begin
                    chime_cnt <= chime_cnt - 1;
                end
            end else begin
                chime_enable <= 0;
                chime_led <= 0;
            end
        end else if (chime_active && minutes == 0 && seconds == 0) begin
            if (hours == 0) begin
                chime_cnt <= 24;
            end else begin
                chime_cnt <= hours;
            end
            chime_led <= 1;
            chime_enable <= 1;
        end
    end
endmodule
module time_counter (
    input CP_1Hz,
    input _CR,
    input hour_adj, min_adj,
    input time_display_switch,
    output reg [4:0] hours,
    output reg [5:0] minutes,
    output reg [5:0] seconds,
    output reg [4:0] to_alarm_hours,
    output reg [3:0] time_display_1, time_display_2
);
    reg [4:0] hours_24, hours_12;
    reg [5:0] minutes_24, minutes_12;
    reg [5:0] seconds_24, seconds_12;
    initial begin
        hours <= 0;
        minutes <= 0;
        seconds <= 0;
        hours_24 <= 0;
        hours_12 <= 12;
        minutes_24 <= 0;
        minutes_12 <= 0;
        seconds_24 <= 0;
        seconds_12 <= 0;
        time_display_1 <= 13;
        time_display_2 <= 13;
    end
    always @(posedge CP_1Hz or negedge _CR) begin
        if (~_CR) begin
            hours <= 0;
            minutes <= 0;
            seconds <= 0;
            hours_24 <= 0;
            hours_12 <= 12;
            minutes_24 <= 0;
            minutes_12 <= 0;
            seconds_24 <= 0;
            seconds_12 <= 0;
            time_display_1 <= 13;
            time_display_2 <= 13;
        end else begin
            if (hour_adj) begin
                if (hours_24 == 23) begin
                    hours_24 <= 0;
                end else begin
                    hours_24 <= hours_24 + 1;
                end
                if (hours_12 == 12) begin
                    hours_12 <= 1;
                end else begin
                    hours_12 <= hours_12 + 1;
                end
                seconds_24 <= 0;
                seconds_12 <= 0;
            end 
            if (min_adj) begin
                if (minutes_24 == 59) begin
                    minutes_24 <= 0;
                    if (hours_24 == 23) begin
                        hours_24 <= 0;
                    end else begin
                        hours_24 <= hours_24 + 1;
                    end
                end else begin
                    minutes_24 <= minutes_24 + 1;
                end
                if (minutes_12 == 59) begin
                    minutes_12 <= 0;
                    if (hours_12 == 12) begin
                        hours_12 <= 1;
                    end else begin
                        hours_12 <= hours_12 + 1;
                    end
                end else begin
                    minutes_12 <= minutes_12 + 1;
                end
                seconds_24 <= 0;
                seconds_12 <= 0;
            end
            if ((~hour_adj) && (~min_ajd)) begin
                if (seconds_24 == 59) begin
                    seconds_24 <= 0;
                    if (minutes_24 == 59) begin
                        minutes_24 <= 0;
                        if (hours_24 == 23) begin
                            hours_24 <= 0;
                        end else begin
                            hours_24 <= hours_24 + 1;
                        end
                    end else begin
                        minutes_24 <= minutes_24 + 1;
                    end
                end else begin
                    seconds_24 <= seconds_24 + 1;
                end
                if (seconds_12 == 59) begin
                    seconds_12 <= 0;
                    if (minutes_12 == 59) begin
                        minutes_12 <= 0;
                        if (hours_12 == 12) begin
                            hours_12 <= 1;
                        end else begin
                            hours_12 <= hours_12 + 1;
                        end
                    end else begin
                        minutes_12 <= minutes_12 + 1;
                    end
                end else begin
                    seconds_12 <= seconds_12 + 1;
                end
            end
            if (~time_display_switch) begin
                hours <= hours_24;
                minutes <= minutes_24;
                seconds <= seconds_24;
                time_display_1 <= 13;
                time_display_2 <= 13;
            end else begin
                hours <= hours_12;
                minutes <= minutes_12;
                seconds <= seconds_12;
                time_display_2 <= 12;
                if (hours_24 > 12 || hours_24 == 0)
                    time_display_1 <= 11;  
                else
                    time_display_1 <= 10;  
            end
            to_alarm_hours <= hours_24;
        end
    end
endmodule
==> /design/flow/run.sh <==
#!/bin/bash
# OpenROAD 26Q1-2900-gdf79404cd8, Yosys 0.63+post, stock flow scripts
make -C /OpenROAD-flow-scripts/flow DESIGN_CONFIG=/design/flow/config.mk WORK_HOME=/design/flow/orfs finish
==> /design/flow/config.mk <==
export PLATFORM = sky130hd
export DESIGN_NAME = clock
export DESIGN_NICKNAME = clock
export VERILOG_FILES = /design/flow/design.v
export SDC_FILE = /design/flow/constraint.sdc
export NUM_CORES = 4
export LEC_CHECK = 1
export CORE_UTILIZATION = 30
==> /design/flow/constraint.sdc <==
current_design clock

set clk_period 4.0
set clk_io_pct 0.2

create_clock -name clk0 -period $clk_period [get_ports {CP}]

set non_clock_inputs [all_inputs -no_clocks]
set_input_delay [expr $clk_period * $clk_io_pct] -clock clk0 $non_clock_inputs
set_output_delay [expr $clk_period * $clk_io_pct] -clock clk0 [all_outputs]
==> Slide: Implementation Results <==
Physical Implementation Snapshot

Final layout
  • Final non-filler cell area: 13200 um^2
  • Area growth, synth to finish: 8.43%
  • Post-route core utilization: 33.1%
  • Final non-filler cell total: 1930
  • Fillcell total: 4132
  • Layout cells sized above 1: 7.40%

Synth
  • Cell Type Count: 98
  • Cell with the most instances after synthesis: nand2_1
  • Synth flops: 175
  • Synth logic family: simple AND/OR/NAND/NOR gates
  • Synth Cell Area: 12100 um^2
  • Yosys top cell by area: dfrtp_1
  • Mux frac, synth: 2.98%
  • Chip area line of the yosys report: 12100 um^2
  • Number of synthesized flops with an enable pin: 11
  • Mean Syn Cell Area: 8.60 um^2
  • XOR/XNOR Fraction of Synth Area: 7.35%
  • Synth Flop Type: dfrtp_1
  • Simple-Gate Fraction of Synth Area: 20.9%
  • Top cells by count, synth: nand2_1 (159), dfrtp_1 (120), nor2_1 (112)
  • Max-area cell share: 24.7%
  • Syn. warnings: 54
  • Gate count after technology mapping: 1413
  • Complex Gates by Area: 18.8%
  • Cell area leaders: dfrtp_1 (25%), ha_1 (9.4%), nand2_1 (4.9%), dfstp_2 (4.5%), xnor2_1 (4.2%)
  • Yosys cell count: 1413
  • Share of synthesized registers carrying an async set or reset: 80.6%
  • Adder Share, Synth: 9.89%

Worst setup path
  • CP startpoint kind: register
  • Crit Path Class: register to register
  • R2r startpoint: d.counter_1Hz[0]
  • CP startpoint: d.counter_1Hz[0]
  • CP Capture Type: register
  • Reg2reg setup slack: 1.58 ns
  • Data arrival, critical path: 2.63 ns
  • FF-to-FF path depth: 10
  • CP required: 4.21 ns
  • Critical Path End: d.counter_1Hz[22]
  • Critical Path Max Stage Delay: 0.44 ns
  • Worst path cell trace: ha_1 > nand3_1 > nor2_1 > nand2_1 > or3_1 > or2_2 > inv_1 > nand3_1 > xor2_1 > nor2_1
  • Worst path slowest cell: or3_1
  • R2r endpoint: d.counter_1Hz[22]
  • Crit path max fanout: 4

Hold path
  • Hold Path Class: primary input to async pin

Timing
  • Skew final: 0.00535 ns
  • Worst-Margin Slew: 0.979 ns
  • Hold Vio Cnt, Final: 0
  • Register pins left without a clock: 109
  • Endpoints left unconstrained: 137
  • Final setup TNS: 0 ns
  • Final setup vio count: 0
  • Period Utilization, post-route: 60.6%
  • Slew Viols, Final: 0
  • Maximum clock frequency: 413 MHz
  • Rel. slew slack: 34.2%
  • RSZ-0062 raised after global routing: no
  • Crit path time final: 2.42 ns

GRT
  • GR Overflow Total: 0
  • Vias in the first global route: 9078
  • Met1 usage in global routing: 21.4%
  • First-pass GRT wire length: 45800 um
  • GRT Util Overall: 13.4%
  • Met3 usage: 1.11%
  • Largest net degree at the start of global routing: 88
  • Global routing's busiest layer: met1
  • Met2 global-route usage: 20.7%
  • Initial antenna violation count: 0

Placed design
  • # port buffers: 27
  • Placed cell areas: 12900 um^2
  • Hpwl dp: 20300 um
  • Cells after DPL: 1915
  • Final Wtd Congestion: 0.921

Power
  • Max VDD drop: 0.208 mV
  • Total Power: 1.54 mW
  • Leakage power: 5.64 nW
  • P per Cell Area: 117 nW/um^2

Route
  • DR vias: 9849
  • Via density: 5.10
  • Routed wire per std cell: 14.0 um
  • Final wirelength: 27000 um
  • DRT antenna net count: 0
  • Antenna diodes: 0
  • Number of DRC markers in iteration 0: 832
  • Residual DRC: 0
  • Initial DRT Pass Iterations: 5

Clock tree
  • Clk pin slew, worst setup/hold paths: 0.05 ns
  • CTS Root Cell: clkbuf_16
  • CTS Buffer Depth: 2
  • CTS tree: yes
  • CTS buffer count: 9
  • Setup Buffers After CTS: 0
  • Post-cts sizing count: 0
  • Clk latency of the worst-skew pair: 0.32 ns
  • Post-CTS Hold Fix Bufs: 0
  • Number of H-tree levels: 3

Outcome
  • Outcome: finished, final reports clean

Die
  • I/O pin total: 28
  • Die Y: 203 um
  • Die width: 203 um
  • FP Rows: 73
  • Full die area: 41300 um^2
  • FP Util: 30.5%
  • Total core area: 39800 um^2

Flow run
  • Max-Cap Viols: 0
  • Tool warnings: 82
[power breakdown]
group          switching (mW)  internal, mW  total [mW]  leakage (nW)
Combinational          0.0750        0.0359       0.111          3.42
Clock                   0.257         0.493       0.750         0.142
Sequential            0.00147         0.677       0.679          2.08
[layout make-up]
type	count	area, um^2	share of cell area (%)
clock buffers	12	246	1.87
clock inverters	3	40.0	0.304
inverters	79	298	2.26
multi-input cells	1097	7300	55.4
flip-flops and latches	175	4270	32.4
well taps	525	657	4.99
repair buffers	39	362	2.75
[layer usage]
metal	vias to the layer above	wire length, um
met4	0	324
li1	5017	-
met3	29	983
met2	196	12100
met5	-	0
met1	4607	13600
[worst max-delay path, delay by kind of cell (launching register included)]
family	cells	cell delay, ns
buffers and inverters	1	0.13
adders and majority gates	1	0.20
and+or+nand+nor	7	1.46
DFF	1	0.38
xor gates and xnor gates	1	0.13
[how the worst min path moves through the flow]
stage,cells past startpoint,slack [ns],end
after CTS,1,0.42,d.counter_1KHz[20]
after global routing,1,0.43,d.counter_1KHz[21]
final,1,0.39,d.counter_1KHz[21]
[flip-flops by register name, indices dropped and copies added (netlist names), 6 cells and up]
register	count
tc.minutes_12	6
al.saved_seconds	6
tc.minutes_24	6
tc.minutes	6
d.counter_1KHz	32
seg	7
d.counter_1Hz	32
al.saved_minutes	6
al.alarm_seconds	6
select	8
al.alarm_minutes	6
[through the flow]
stage	hold WS, ns	setup slack (ns)
6_report	0.393	1.58
5_1_grt	0.432	1.41
4_1_cts	0.415	1.56
3_5_place_dp	0.456	1.58
3_3_place_gp	0.437	1.61
2_1_floorplan	0.425	1.72
[cell usage in the layout, fill, tap and decap left out, drive strengths merged, types with 8 or more instances in the layout]
master / count
nand2: 159
o311ai: 8
or2: 13
dlxtn: 15
dfxtp: 8
mux2i: 20
nor2: 114
nor4: 17
a221oi: 8
buf: 13
dfstp: 21
o31ai: 8
ha: 91
or3: 11
clkbuf: 12
o21ai: 94
nand4: 25
o2111ai: 8
nor3: 28
a31oi: 16
nand2b: 16
nand3: 60
xor2: 44
and2: 11
edfxtp: 11
mux2: 14
xnor2: 58
and3: 25
inv: 77
nor2b: 15
a21o: 15
clkdlybuf4s50: 26
a21oi: 95
dfrtp: 120
o211ai: 10
[logic make-up (layout without fill, tap and decap cells)]
| group | Yosys count | in the layout |
|---|---|---|
| AND/OR/NAND/NOR | 519 | 519 |
| AND-OR/OR-AND | 345 | 345 |
| flip-flops | 160 | 160 |
| buffers and inverters | 141 | 133 |
| XOR/XNOR | 102 | 102 |
| adder cells (fa/ha/maj) | 97 | 97 |
| multiplexers | 34 | 34 |
| latches | 15 | 15 |
Power is estimated from default activity; no workload was simulated.
