==> run.sh <==
#!/bin/bash
# OpenROAD 26Q1-2900-gdf79404cd8, Yosys 0.63+post, stock flow scripts
make -C /OpenROAD-flow-scripts/flow DESIGN_CONFIG=/design/flow/config.mk WORK_HOME=/design/flow/orfs finish
==> config.mk <==
export PLATFORM = sky130hd
export DESIGN_NAME = debounce
export DESIGN_NICKNAME = debounce
export VERILOG_FILES = /design/flow/design.v
export SDC_FILE = /design/flow/constraint.sdc
export NUM_CORES = 4
export LEC_CHECK = 1
export CORE_AREA = 10 10 70 70
export DIE_AREA = 0 0 80 80
==> constraint.sdc <==
current_design debounce

set clk_period 1.2
set clk_io_pct 0.2

create_clock -name clk0 -period $clk_period [get_ports {CP_1KHz}]

set non_clock_inputs [all_inputs -no_clocks]
set_input_delay [expr $clk_period * $clk_io_pct] -clock clk0 $non_clock_inputs
set_output_delay [expr $clk_period * $clk_io_pct] -clock clk0 [all_outputs]
==> design.v <==
module debounce (
    input wire CP_1KHz,
    input wire btn_in,
    output reg btn_out
);
    reg [3:0] counter;
    reg btn_in_sync;
    initial begin
        counter = 0;
        btn_out = 0;
        btn_in_sync = 0;
    end
    always @(posedge CP_1KHz) begin
        btn_in_sync <= btn_in;
    end
    always @(posedge CP_1KHz) begin
        if (btn_in_sync == btn_out) begin
            counter <= 0;
        end else begin
            counter <= counter + 1;
            if (counter == 15) begin
                btn_out <= btn_in_sync;
                counter <= 0;
            end
        end
    end
endmodule
==> CHANGELOG.md <==
### Implementation results

- Unique masters post-synth: 9
- Vias per cell: 1.96
- Post-layout period usage: 92.8%
- # setup viols final: 0
- Critical-path maximum fanout: 3
- Total Routing Usage GR: 0.953%
- Worst EP arrival: 1.24 ns
- # IOs: 3
- Clk_skew: 0.0143 ns
- CTS Buf Count: 3
- Least-Margin Pin Slew: 0.251 ns
- Syn Inst Count: 19
- Core Area: 3420 um^2
- IO buf count: 2
- Type of origin of the critical path: flop
- Outcome: completed
- Max_slew headroom: 83.1%
- Die height: 80 um
- Synth flops: 6
- Hold WC Path Type: in2reg
- Number of diodes: 0
- Design area: 333 um^2
- Fp_density: 6.30%
- Worst-Skew Late Latency: 0.25 ns
- Post-synth seq share: 60.5%
- Clock buffer depth: 2
- DRC: 0
- Most instantiated cells after synthesis: dfxtp_1, nor2_1, nand3_1, xnor2_1
- Area growth, synth to finish: 54.7%
- Initial antenna violation count: 0
- Dpl hpwl: 224 um
- Root Buffer Master: clkbuf_4
- Area reported by Yosys stat: 215 um^2
- CP required: 1.33 ns
- Hold Vio Cnt, Final: 0
- Slew Limit Fails: 0
- Number of iterations in the first detailed-routing pass: 4
- CTS tree: done
- Maxcap violations: 0
- Vias in the first global route: 121
- Post-synth EDFFs: 1
- Number of OpenROAD warnings: 25
- FFs w/ async S/R, synth: 0%
- Avg Inst Size Synth: 11.3 um^2
- DR WL/cell: 4.41 um
- Number of cells in Yosys stat: 19
- Final Wtd Congestion: 0.624
- RSZ-0062 raised after global routing: false
- Achievable Freq: 898 MHz
- Worst R2R Setup Slack: 0.09 ns
- Rows: 21
- DP Area: 300 um^2
- Top area cell types: dfxtp_1, edfxtp_1, nor2_1
- Routed WL: 322 um
- Synth area leader: dfxtp_1
- Reg clk slew, reported paths: 0.05 ns
- Chip area: 6400 um^2
- Vias: 143
- DRT iter0 DRCs: 8
- Yosys warns: 1
- Final min period: 1.11 ns
- Main flop type: dfxtp_1
- Critical path capture point type: flop
- Global route total overflow: 0
- Largest net degree at the start of global routing: 5
- CP Class: reg2reg
- Total clock sinks: 6
- First-pass GRT wire length: 469 um
- Cell Area, Synth: 215 um^2
- CTS HTree Levels: 1
- Sum Neg Setup Slack: 0 ns
- Lkg Pwr: 0.124 nW
- VDD IR max: 0.225 mV
- Area share of the largest cell type after synthesis: 46.5%
- DIE WIDTH: 80 um
- DRT antenna net count: 0
- Layout cells sized above 1: 22.2%
- PD cells: 1350 nW/um^2
-- sequential cells by signal, indices dropped and copies added (netlist names) --
signal       flops
counter          4
btn_in_sync      1
btn_out          1
-- metal layers --
layer | vias to the layer above | track usage (%) | part of all wire (%)
met4 | 0 | 0.352 | 1.2
met2 | 7 | 0.963 | 30
li1 | 76 | - | -
met1 | 58 | 1.01 | 47
met5 | - | 0 | 0
met3 | 2 | 1.36 | 22
-- worst paths after layout --
| kind | start | end | cells after the start |
|---|---|---|---|
| min | btn_in | btn_in_sync | 1 |
| max reg2reg | btn_out | counter[3] | 4 |
| min reg2reg | counter[0] | counter[0] | 1 |
| max | btn_out | counter[3] | 4 |
-- power by group --
group / switching [mW] / internal, mW
clock: 0.0766 / 0.126
sequential: 0.00747 / 0.216
combinational: 0.00968 / 0.0140
-- per-stage QoR --
stage | hold WS, ns | setup slack (ns) | power (mW) | util (%) | instances
floorplan | 0.268 | 0.151 | 0.244 | - | 19
global placement | 0.425 | 0.146 | 0.249 | 8.79 | 68
detailed placement | 0.435 | 0.146 | 0.251 | 8.79 | 68
CTS | 0.437 | 0.0802 | 0.457 | 9.74 | 73
global route | 0.446 | 0.0214 | 0.475 | 9.74 | 73
finish | 0.436 | 0.0863 | 0.450 | 9.74 | 73
-- cells in the final DEF (no fill, tap or decap) --
| master | count |
|---|---|
| buf_4 | 2 |
| clkbuf_1 | 1 |
| clkbuf_4 | 3 |
| clkdlybuf4s50_1 | 1 |
| dfxtp_1 | 5 |
| dlygate4sd2_1 | 1 |
| edfxtp_1 | 1 |
| ha_1 | 1 |
| inv_1 | 1 |
| nand2b_4 | 1 |
| nand3_1 | 2 |
| nor2_1 | 5 |
| xnor2_1 | 2 |
| xor2_1 | 1 |
-- logic make-up after synthesis --
kind of cell	Yosys count	synth area share [%]
XOR/XNOR	3	12.2
adder cells (fa/ha/maj)	1	5.81
buffers and inverters	1	1.74
flip-flops	6	60.5
AND/OR/NAND/NOR	8	19.8
-- timing repair --
action,CTS,global route
endpoints found under the hold margin,0,0
buffers inserted,1,0
hold buffers,0,0
resized,1,0
endpoints found under the setup margin,1,0
-- critical path, stage by stage, from the launching register on --
cell	delay (ns)
edfxtp_1	0.37
buf_4	0.14
xnor2_1	0.24
nand2b_4	0.19
nor2_1	0.04
-- final cells by class --
class / count / area [um^2]
clock buffers: 4 / 26.3
fillers: 398 / 3080
flip-flops and latches: 6 / 130
multi-input cells: 12 / 81.3
well taps: 46 / 57.6
repair buffers: 4 / 33.8
inverters: 1 / 3.75
Power is estimated from default activity; no workload was simulated.
